==> design.v <==
module Half_Adder( output c, s, input a, b );
  xor xor01 (s, a, b);
  and and01 (c, a, b);
endmodule  
module Full_Adder( output c_out, s, input a, b, c_in );
  wire s_ha1, c_ha1, c_ha2;
  Half_Adder ha01( c_ha1, s_ha1, a, b );
  Half_Adder ha02( c_ha2, s, s_ha1, c_in );
  or or01 ( c_out, c_ha1, c_ha2 );
endmodule  
module Full_Adder4( output [4:0] s, input [3:0] a, b, input c_in );
  wire [4:0] c;
  Full_Adder adder00 ( c[1], s[0], a[0], b[0], c_in );
  Full_Adder adder01 ( c[2], s[1], a[1], b[1], c[1] );
  Full_Adder adder02 ( c[3], s[2], a[2], b[2], c[2] );
  Full_Adder adder03 ( c[4], s[3], a[3], b[3], c[3] );
  assign s[4] = c[4];
endmodule  
module test_Full_Adder();
  reg  [3:0] a;
  reg  [3:0] b;
  wire [4:0] s;
  Full_Adder4 FA4 ( s, a, b, 0 );
  initial begin
    $display( "   a +    b =     s" );
    $monitor( "%4d + %4d = %5d", a, b, s );
     a=4'b0000; b=4'b0000;
  #1 a=4'b0000; b=4'b0001;
  #1 a=4'b0001; b=4'b0001;
  #1 a=4'b0011; b=4'b0001;
  #1 a=4'b0111; b=4'b0001;
  #1 a=4'b1111; b=4'b0001;
  end
endmodule  
==> run.sh <==
#!/bin/bash
# OpenROAD 26Q1-2900-gdf79404cd8, Yosys 0.63+post, stock flow scripts
make -C /OpenROAD-flow-scripts/flow DESIGN_CONFIG=/design/flow/config.mk WORK_HOME=/design/flow/orfs finish
==> config.mk <==
export PLATFORM = sky130hd
export DESIGN_NAME = Full_Adder4
export DESIGN_NICKNAME = Full_Adder4
export VERILOG_FILES = /design/flow/design.v
export SDC_FILE = /design/flow/constraint.sdc
export NUM_CORES = 4
export LEC_CHECK = 1
export CORE_AREA = 10 10 70 70
export DIE_AREA = 0 0 80 80
==> constraint.sdc <==
current_design Full_Adder4

set clk_period 5.0
set clk_io_pct 0.2

create_clock -name clk0 -period $clk_period

set non_clock_inputs [all_inputs -no_clocks]
set_input_delay [expr $clk_period * $clk_io_pct] -clock clk0 $non_clock_inputs
set_output_delay [expr $clk_period * $clk_io_pct] -clock clk0 [all_outputs]
==> metrics.yaml <==
initial_core_util_pct: 4.542
lay_top_cells: "14 x clkdlybuf4s50_1, 10 x inv_1, 4 x fa_1"
yosysCellCount: 19
io_buffers: 14
crit_family: "adder cells"
max_freq_mhz: 224.6
syn_area_per_cell_um2: 8.166
required_ps: 4000
overflow: 0
fin_tns_setup_ps: 0
warnings: 32
flop_area_um2: 0
clkPwrFrac_pct: 0
vias_per_cell: 1.635
die_area_um2: 6400
path_class: "input pin to primary output"
ir_drop_uv: 14.65
p_leak_nw: 0.1372
nClkBuffers: 0
final_antenna_net_count: 0
critPathLaunchType: "input pin"
antenna_found_initial: 0
wl_per_cell_um: 5.595
hold_end: "s[0]"
worst_path_max_delay_cell: "clkdlybuf4s50_1"
setup_slack_ps: 547.3
yosys-stat-area_um2: 155.1
slew_violations: 0
ctsResizeCount: 0
crit_chain: "clkdlybuf4s50_1, inv_1, fa_1, inv_1, fa_1, fa_1, inv_1, fa_1, inv_1, clkdlybuf4s50_1"
coreArea_um2: 3416
netlist_area_um2: 155.1
timing.final.crit_share_pct: 89.05
wl_um: 414
worst_hold_slack_ps: 3033
die_width_um: 80
p_int_mw: 0.02051
area_delta_synth_final_pct: 103.2
switchingPower_mw: 0.007690
gp_congestion: 0.8237
setup_viol: 0
antennaDiodeCount: 0
ys_warn_count: 0
drt_iter0_drc: 0
hp-start: "c_in"
finalHoldViolCount: 0
switching_share_pct: 27.27
die_h_um: 80
min_path_cells: 5
maxCapViolCount: 0
worstPathMaxFanout: 1
syn_inst: 19
rsz0062_at_grt: "false"
worst-path-buf-inv: 6
seqPwrFrac_pct: 0
hold_buffers: 0
vias: 121
outcome: "finished, final reports clean"
tightest_slew_ps: 103.5
synth_cell_types: 3
comb_power_share_pct: 100.0
ys_seq_share_pct: 0
logic_area_um2: 80.08
drc: 0
num_rows: 21
nFillCells: 403
drive_gt1_share_pct: 0
grt_pass1_wl_um: 600
dp_hpwl_um: 413.6
post_cts_buffers: 0
relSlewSlack_pct: 93.08
grtUsageTotal_pct: 1.183
cp.arrival_ps: 3450
grt_max_degree: 2
hold_path.class: "input pin to primary output"
first_global_vias: 143
critPathMaxStageDelay_ps: 470
pre_cts_slack_ps: 498.5
lay_top_count: "clkdlybuf4s50_1"
period_minus_slack_ps: 4453
flop-count: 0
final_core_util_pct: 9.231
first_pass_iters: 1
pin_count: 14
power_density_nw_per_um2: 89.45
endpoint_kind: "primary output"
==> final cells by class <==
type,instances,share of cell area (%)
Timing Repair Buffer,14,44.44
Multi-Input combinational cell,4,25.40
Inverter,10,11.90
Tap cell,46,18.25
==> how the worst max path moves through the flow <==
stage                 startpoint    to  slack, ps  cells past startpoint
after CTS                   a[0]  s[3]        490                     10
after global routing        a[0]  s[3]        410                     10
final                       a[0]  s[3]        550                     10
==> cell usage after synthesis <==
library cell,instances,area [µm²]
fa_1,4,80.08
inv_1,10,37.54
buf_4,5,37.54
==> through the flow <==
stage | std cells | instance area (µm²) | total power, mW
after global routing | 74 | 315.3 | 0.03201
after floorplan | 19 | 155.1 | 0.01480
after CTS | 74 | 315.3 | 0.02984
after detailed placement | 74 | 315.3 | 0.02967
final | 74 | 315.3 | 0.02820
after global placement | 74 | 315.3 | 0.02969
==> cells by family after synthesis <==
kind of cell,count (synthesis),synth area share [%]
buffers and inverters,15,48.39
adders and majority gates,4,51.61
==> power groups by stage <==
stage / logic, mW / registers, mW / clock network (mW)
finish: 0.0282 / 0 / 0
global route: 0.0320 / 0 / 0
CTS: 0.0298 / 0 / 0
==> per-layer routing <==
metal	part of all wire [%]	up-vias	GRT usage, %
met5	0	-	0
met4	0	0	0
met3	20	0	0.6818
met2	23	13	1.284
met1	57	48	1.939
li1	-	60	-
No activity file was given, so power comes from the tool's default toggle rates.
