`flow/design.v`:
```
module gcd
  (
  input reset_l,
  input clk,
  input [31:0] initial_u,
  input [31:0] initial_v,
  input load,
  output reg [31:0] result,
  output reg busy
  );
reg [31:0] u, v;
always @(posedge clk or negedge reset_l)
  if (!reset_l)
    begin
      busy <= 0;
      u <= 0;
      v <= 0;
    end
  else
    begin
      result <= u + v;  
      busy <= u && v;  
      if (v <= u)
        u <= u - v;
      else if (u < v)
        v <= v - u;
      if (load)  
        begin
          u <= initial_u;
          v <= initial_v;
          busy <= 1;
        end
    end
endmodule
```
`flow/run.sh`:
```
#!/bin/bash
# OpenROAD 26Q1-2900-gdf79404cd8, Yosys 0.63+post, stock flow scripts
make -C /OpenROAD-flow-scripts/flow DESIGN_CONFIG=/design/flow/config.mk WORK_HOME=/design/flow/orfs finish
```
`flow/config.mk`:
```
export PLATFORM = sky130hd
export DESIGN_NAME = gcd
export DESIGN_NICKNAME = gcd
export VERILOG_FILES = /design/flow/design.v
export SDC_FILE = /design/flow/constraint.sdc
export NUM_CORES = 4
export LEC_CHECK = 1
export CORE_UTILIZATION = 40
```
`flow/constraint.sdc`:
```
current_design gcd

set clk_period 15.3
set clk_io_pct 0.2

create_clock -name clk0 -period $clk_period [get_ports {clk}]

set non_clock_inputs [all_inputs -no_clocks]
set_input_delay [expr $clk_period * $clk_io_pct] -clock clk0 $non_clock_inputs
set_output_delay [expr $clk_period * $clk_io_pct] -clock clk0 [all_outputs]
```
==> notes.md <==
run metrics: run status completed, top cells by count nand2_1, a21oi_1, nor2_1, inv_1, ha_1, postcts setup bufs 0, GRT Util Overall 25.20%, # H-tree levels 3, Final ANT Viol Nets 0, CP dominant cell by count buf_4, Initial DRC Count between 600 and 700, share of cells above drive strength 1 under 10%, tool warning count approximately 90, port bufs between 90 and 100, WS Path Type input port to register, # resized after CTS 0, row cnt 55, yosys stat cell total 1134, Vias approximately 8400, register area share after synthesis 27.98%, vias in the first global route 7834, average size of a mapped cell around 8.2 sq um, Root Buffer clkbuf_16, #FFs+latches synth around 97, die area approximately 0.024 sq mm, Post-Route Skew ~11 ps, clock sinks about 97, setup TNS 0 ps, unique cell type count in the Yosys netlist approximately 69, leading area contributor after synthesis dfrtp_1, RD Place Congestion 0.9567, Crit. End Element register, Via density 5.702, CTS Hold Buffers Added 0, antenna violations before repair 0, Max-slew headroom about 47%, CP max stage cell buf_4, critical path required time 15550 ps, min-delay worst type register to register, setup repair after global routing missed its margin false, flip-flops with a built-in enable 32, largest net degree at the start of global routing between 70 and 80, Antenna diodes 0, Die W about 150 um, crit start category input port, cell area after synthesis around 0.0092 sq mm, Slew @ Worst Pin between 700 and 800 ps, Critical Path Fanout Max ~70, Die Height about 150 um, final worst-path setup slack ~11000 ps, CP cell instances buf_2, buf_4, inv_2, buf_4, mux2_2, Worst Path Arrival between 4000 and 5000 ps, TritonCTS clock tree done, first-pass GRT wire length roughly 45000 um, drt total wl ~29000 um, P&R area growth vs syn 14.25%, count leader, synth nand2_1, FP Core Util around two fifths, Core Footprint around 0.023 sq mm, Cell area leaders dfrtp_1, ha_1, edfxtp_1, total CTS buffers 9, final hold vios 0, Longest Clk Path Bufs 2, final worst path period share ~30%, endpoints failing setup 0, Max-Cap Viols 0, Synth Instances roughly 1100, Yosys chip area roughly 0.009 sq mm, Main synth FF type dfrtp_1, Worst-path clk slew approximately 70 ps, Buf/Inv on CP 4, Max stage delay on crit path 570 ps, Tmin final ~4600 ps, GRT overflow 0, pre-CTS setup slack just over 10000 ps, Yosys Warn Count 1, CP delay by family, top buffers and inverters, Max Clk Rate 0.2156 GHz, fin. max-slew vios 0, Synth top area share 17.59%, Clk Latency, worst-skew pair between 300 and 400 ps, hpwl dp 21820 um, Routed WL per cell about 19 um, # DRC 0, Ports 100, DRT Pass-1 Iters 6, asr flop ratio synth between 60% and 70%
final cells by class:
type,count,area [sq um]
fill,2239,12080
multi-input combinational,875,5944
sequential,97,2587
timing repair buffer,104,1021
inverter,101,379.1
tap,285,356.6
clock buffer,12,246.5
clock inverter,4,28.78
kinds of logic after synthesis:
group | Yosys count | share of synthesized area, %
simple gates | 332 | 16.63
buf+inv | 162 | 7.727
mux | 32 | 3.559
compound gates | 332 | 22.92
xor+xnor | 81 | 7.673
flops | 97 | 27.98
fa+ha+maj | 98 | 13.50
tightest hold or removal path: cells and delay by family, from the launching register on:
kind,cells,cell delay (ps)
AND-OR/OR-AND,1,70
flip-flops,1,440
AND/OR/NAND/NOR,1,80
path summary, 6_finish.rpt:
check	cells past startpoint	slack [ps]	end	start
setup / recovery	5	10660	v[6]	load
min in group asynchronous	1	2590	v[16]	reset_l
hold reg to reg	2	630	u[24]	u[24]
setup reg to reg	12	10810	u[1]	u[15]
hold / removal	2	630	u[24]	u[24]
max in group asynchronous	2	11800	v[31]	reset_l
through the flow:
stage / cells / instance area, sq um / utilization, % / hold slack [ps]
global route: 1478 / 10560 / 46.66 / 657.5
floorplan: 1134 / 9246 / - / 567.9
global placement: 1462 / 10290 / 45.44 / 608.4
detailed placement: 1462 / 10290 / 45.44 / 620.8
CTS: 1478 / 10560 / 46.66 / 631.6
finish: 1478 / 10560 / 46.66 / 631.3
metal layers:
layer	part of all wire (%)	routed length [um]	GRT usage [%]
met3	7.8	2244	5.254
met1	47	13550	40.32
met4	2.0	575	4.000
met5	0	0	0
met2	43	12230	36.21
state kept, by name (all words and copies together) (netlist names):
register	cells
v	32
busy	1
result	32
u	32
layout by cell type (no fill, tap or decap), types with 12 or more instances in the layout:
master and n:
nor2_1 99, nor3_1 12, nand2b_1 14, o31ai_1 12, clkdlybuf4s50_1 97, nor4_1 24
a21oi_1 109, edfxtp_1 32, ha_1 95, inv_1 96, xor2_1 16, nor2b_1 12
a21o_1 24, xnor2_1 65, nand4_1 16, nand3_1 20, nand2_1 111, mux2i_1 25
o21ai_0 48, o21ai_1 18, a31oi_1 30, dfrtp_1 65, o21bai_1 18
