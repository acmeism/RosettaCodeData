**design/flow/design.v**
```verilog
`timescale 1ns/10ps
`default_nettype none
module gray_counter #(
    parameter SIZE=4
) (
    input  wire            i_clk,
    input  wire            i_rst_n,
    input  wire            i_inc,
    output wire [SIZE-1:0] o_count_gray,
    output wire [SIZE-1:0] o_count_binn
);
reg [SIZE-1:0] state_gray;
reg [SIZE-1:0] state_binn;
reg [SIZE-1:0] logic_gray;
reg [SIZE-1:0] logic_binn;
always @(posedge i_clk or negedge i_rst_n) begin
    if (!i_rst_n) begin
       state_gray <= 0;
       state_binn <= 0;
    end
    else begin
       state_gray <= logic_gray;
       state_binn <= logic_binn;
    end
end
always @* begin
    logic_binn = state_binn + i_inc;
    logic_gray = (logic_binn>>1) ^ logic_binn;
end
assign o_count_gray = state_gray;
assign o_count_binn = state_binn;
endmodule
`default_nettype none
```
**design/flow/run.sh**
```bash
#!/bin/bash
# OpenROAD 26Q1-2900-gdf79404cd8, Yosys 0.63+post, stock flow scripts
make -C /OpenROAD-flow-scripts/flow DESIGN_CONFIG=/design/flow/config.mk WORK_HOME=/design/flow/orfs finish
```
**design/flow/config.mk**
```make
export PLATFORM = sky130hd
export DESIGN_NAME = gray_counter
export DESIGN_NICKNAME = gray_counter
export VERILOG_FILES = /design/flow/design.v
export SDC_FILE = /design/flow/constraint.sdc
export NUM_CORES = 4
export LEC_CHECK = 1
export CORE_AREA = 10 10 70 70
export DIE_AREA = 0 0 80 80
```
**design/flow/constraint.sdc**
```tcl
current_design gray_counter

set clk_period 1.2
set clk_io_pct 0.2

create_clock -name clk0 -period $clk_period [get_ports {i_clk}]

set non_clock_inputs [all_inputs -no_clocks]
set_input_delay [expr $clk_period * $clk_io_pct] -clock clk0 $non_clock_inputs
set_output_delay [expr $clk_period * $clk_io_pct] -clock clk0 [all_outputs]
```
==> results.yml <==
# yosys + openroad results
outcome:
  status: "completed"
worst_setup_path:
  crit_required_ps: 1330
  cp-end-kind: "flip-flop"
  worst-path-max-fanout: 2
  cp-start-kind: "flip-flop"
  arrival_ps: 1300
  crit_type: "reg2reg"
timing:
  fin_skew_ps: 4.13
  tightest_slew_ps: 301
  finalCritPeriodShare: 0.976
  rsz0062_at_grt: "yes"
  slew_headroom: 0.799
  setup_viol: 0
  max_freq_ghz: 0.854
  hold_ws_ps: 238
  maxSlewViolCount: 0
  hold_viol: 0
  fin_ws_ps: 28.4
  fin_setup_tns_ps: 0
  layout_min_cycle_time_ps: 1170
floorplan:
  coreArea_um2: 3420
  die_x_um: 80
  die_y_um: 80
  rows: 21
  fp_util: 0.0810
  io_pins: 11
  dieArea_um2: 6400
synth:
  yosys_cells: 18
  simple_gate_share: 0.0181
  ys_types: 7
  aoi_share: 0.0407
  synth_area_um2: 277
  synth_top_area_share: 0.633
  mux_share: 0
  area_leaders: "dfrtp_1, xnor2_1, xor2_1"
  synthTopCellsByCount: "dfrtp_1, xnor2_1, xor2_1"
  avgSynthCellArea_um2: 15.4
  logic_family: "XOR/XNOR gates"
  ys_seq_frac: 0.633
  yosys.area.top_type: "dfrtp_1"
  synthMostInstantiatedCell: "dfrtp_1"
  yosysWarnings: 1
  numSynthFlops: 7
  synth_async_sr_flop_share: 1.00
  synth_cells: 18
  yosys_most_used_dff: "dfrtp_1"
  synth-edff-count: 0
  synthAdderAreaFrac: 0.0905
  xor_area_frac: 0.190
  ys_area_um2: 277
place:
  gp_congestion: 0.750
  place_ws_ps: -375
  placed_area_um2: 449
  portBuffers: 10
  dpl.cell_count: 76
global_routing:
  grt_usage: 0.0251
  antenna_found_initial: 0
  gr-total-overflow: 0
  grt_max_degree: 8
  grt_pass1_wl_um: 1190
  grt_pass1_vias: 255
drt:
  viasPerCell: 2.44
  first_pass_iters: 2
  drtIter0Drc: 7
  route.vias.total: 205
  drt-total-wl_um: 708
  drc: 0
  antenna_cells: 0
  drtAntennaViolNets: 0
  wl_per_cell_um: 8.43
cts:
  clock.latency.late_pin_ps: 250
  clk_pin_slew_worst_paths_ps: 50
  root_buffer: "clkbuf_4"
  cts_tree: "built"
  clock_path_buffers: 2
  h-tree-depth: 1
  ctsHoldBuffers: 0
  cts_buffers: 3
  cts_sinks: 7
job:
  log.warning_count: 27
  maxCapViolations: 0
layout:
  area_growth_syn_to_layout_pct: 91.4
  finalInstanceArea_um2: 529
  drive_gt1_frac: 0.395
  finalNonFillerCells: 84
hold_path:
  worstHoldPathType: "in2async"
power:
  p_per_area_nw_per_um2: 2680
  max-vdd-ir-drop_uv: 491
  leakagePower_nw: 0.231
## power by group
part	switching [mW]	total [mW]	internal, mW
sequential	0.0621	0.433	0.370
clock	0.0853	0.212	0.127
combinational	0.273	0.774	0.500
## cell usage in the layout (no fill, tap or decap), types with 2 or more instances in the layout
cell type      count
dfrtp_1            7
clkbuf_4           3
xor2_1             2
xnor2_1            3
dlygate4sd2_1      7
ha_4               2
buf_4              8
## metrics by stage
step | util | power (mW)
detailed placement | 0.132 | 1.10
finish | 0.155 | 1.42
CTS | 0.149 | 1.37
global route | 0.155 | 1.56
floorplan | - | 0.699
global placement | 0.132 | 1.07
## what timing repair did
item / in CTS / in global routing
endpoints found under the setup margin: 11 / 2
pin swaps: 3 / 6
setup buffers: 3 / 2
resized: 13 / 2
## kinds of logic after synthesis
group,after synthesis
buffers and inverters,1
XOR/XNOR,6
adder cells (fa/ha/maj),2
flip-flops,7
AND-OR/OR-AND,1
AND/OR/NAND/NOR,1
## worst max-delay path: stages (launching register included)
cell and delay, ps:
dfrtp_1 410, ha_4 180, ha_4 170, xor2_2 150
xor2_1 140
## routing by layer
metal / part of all wire / vias to the layer above / track usage
li1: - / 96 / -
met3: 0.27 / 0 / 0.0364
met1: 0.44 / 96 / 0.0270
met2: 0.30 / 13 / 0.0265
met5: 0 / - / 0
met4: 0 / 0 / 0.00528
## area by class of cell
type	count	area (um^2)
Clock buffer	4	26.3
Timing Repair Buffer	17	144
Fill cell	396	2890
Multi-Input combinational cell	10	126
Sequential cell	7	175
Tap cell	46	57.6
## registers in the layout (all words and copies together), names as in the netlist
register and flops:
state_binn 3, state_gray 4
## final timing paths
| check | slack (ps) | depth (start not counted) | endpoint | startpoint |
|---|---|---|---|---|
| worst max-delay path | 30 | 4 | state_gray[1]$_DFF_PN0_ | state_binn[0]$_DFF_PN0_ |
| worst min-delay path | 240 | 1 | state_binn[2]$_DFF_PN0_ | i_rst_n |
| worst max register to register | 30 | 4 | state_gray[1]$_DFF_PN0_ | state_binn[0]$_DFF_PN0_ |
| worst min register to register | 560 | 1 | state_binn[0]$_DFF_PN0_ | state_binn[0]$_DFF_PN0_ |
| max in group asynchronous | 730 | 1 | state_gray[1]$_DFF_PN0_ | i_rst_n |
| min in group clk0 | 310 | 2 | state_binn[0]$_DFF_PN0_ | i_inc |
No activity file was given, so power comes from the tool's default toggle rates.
